### flow/design.v
module jtdd_prom_we(
    input                clk,
    input                downloading,
    input      [24:0]    ioctl_addr,
    input      [ 7:0]    ioctl_dout,
    input                ioctl_wr,
    output reg [21:0]    prog_addr,
    output reg [ 7:0]    prog_data,
    output reg [ 1:0]    prog_mask,  
    output reg           prog_we,
    output reg           prom_we,
    input                sdram_ack
);
parameter PW=1;
parameter BANK_ADDR   = 22'h00000;
parameter MAIN_ADDR   = 22'h20000;
parameter SND_ADDR    = 22'h28000;
parameter ADPCM_0     = 22'h30000;
parameter ADPCM_1     = 22'h40000;
parameter CHAR_ADDR   = 22'h50000;
parameter SCRZW_ADDR  = 22'h60000;
parameter SCRXY_ADDR  = 22'h80000;
parameter OBJWZ_ADDR  = 22'hA0000;
parameter OBJXY_ADDR  = 22'hE0000;
parameter MCU_ADDR    = 22'h120000;
parameter PROM_ADDR   = 22'h124000;
localparam SCRWR = 5'd6;
localparam OBJWR = 5'd8;
localparam [4:0] OBJHALF = OBJXY_ADDR[20:16]-OBJWZ_ADDR[20:16];
reg set_strobe, set_done;
reg [PW-1:0] prom_we0 = {PW{1'd0}};
always @(posedge clk) begin
    prom_we <= {PW{1'd0}};
    if( set_strobe ) begin
        prom_we <= prom_we0;
        set_done <= 1'b1;
    end else if(set_done) begin
        set_done <= 1'b0;
    end
end
wire [3:0] scr_msb  = ioctl_addr[19:16]-SCRZW_ADDR[19:16];
wire [3:0] scr2_msb = ioctl_addr[19:16]-SCRXY_ADDR[19:16];
wire [4:0] obj_msb  = ioctl_addr[20:16]-OBJWZ_ADDR[20:16];
wire [4:0] obj2_msb = ioctl_addr[20:16]-OBJXY_ADDR[20:16];
wire       scr_top  = scr_msb[1];
wire       obj_top  = obj_msb>=OBJHALF;
wire [1:0] mask8    = {~ioctl_addr[0], ioctl_addr[0]};
always @(posedge clk) begin
    if( set_done ) set_strobe <= 1'b0;
    if ( ioctl_wr ) begin
        prog_we   <= 1'b1;
        prog_data <= ioctl_dout;
        if(ioctl_addr[21:16] < ADPCM_0[21:16]) begin  
            prog_addr <= {1'b0, ioctl_addr[21:1]};
            prog_mask <= mask8;
        end
        else if(ioctl_addr[21:16] < CHAR_ADDR[21:16]) begin  
            prog_addr <= {1'b0, ioctl_addr[21:1]};
            prog_mask <= mask8;
        end
        else if(ioctl_addr[21:16] < SCRZW_ADDR[21:16]) begin  
            prog_addr <= {1'b0, ioctl_addr[21:5], ioctl_addr[2:0], ioctl_addr[4]};
            prog_mask <= {~ioctl_addr[3], ioctl_addr[3]};
        end
        else if(ioctl_addr[21:16] < OBJWZ_ADDR[21:16] ) begin  
            prog_mask <= scr_top ? 2'b01 : 2'b10;
            prog_addr <= { SCRWR+{1'b0,scr_top ? scr2_msb : scr_msb}, 
                ioctl_addr[15:6], ioctl_addr[3:0], ioctl_addr[5:4] };
        end
        else if(ioctl_addr[21:16] < MCU_ADDR[21:16] ) begin  
            prog_mask <= !obj_top ? 2'b10 : 2'b01;
            prog_addr <= { OBJWR+( obj_top  ? obj2_msb : obj_msb), 
                ioctl_addr[15:6], ioctl_addr[3:0], ioctl_addr[5:4] };
        end
        else if(ioctl_addr[21:12] < PROM_ADDR[21:12] ) begin  
            prog_addr <= { 6'hC,3'b0, ioctl_addr[13:1] };
            prog_mask <= mask8;
        end
        else begin  
            prog_addr <= ioctl_addr[21:0];
            prog_we   <= 1'b0;
            prog_mask <= 2'b11;
            prom_we0  <= ioctl_addr[10:8] == 3'd0;
            set_strobe<= 1'b1;
        end
    end
    else begin
        if(sdram_ack || !downloading) prog_we  <= 1'b0;
        prom_we0 <= {PW{1'd0}};
    end
end
endmodule
### flow/run.sh
#!/bin/bash
# OpenROAD 26Q1-2900-gdf79404cd8, Yosys 0.63+post, stock flow scripts
make -C /OpenROAD-flow-scripts/flow DESIGN_CONFIG=/design/flow/config.mk WORK_HOME=/design/flow/orfs finish
### flow/config.mk
export PLATFORM = sky130hd
export DESIGN_NAME = jtdd_prom_we
export DESIGN_NICKNAME = jtdd_prom_we
export VERILOG_FILES = /design/flow/design.v
export SDC_FILE = /design/flow/constraint.sdc
export NUM_CORES = 4
export LEC_CHECK = 1
export CORE_UTILIZATION = 30
### flow/constraint.sdc
current_design jtdd_prom_we

set clk_period 3.0
set clk_io_pct 0.2

create_clock -name clk0 -period $clk_period [get_ports {clk}]

set non_clock_inputs [all_inputs -no_clocks]
set_input_delay [expr $clk_period * $clk_io_pct] -clock clk0 $non_clock_inputs
set_output_delay [expr $clk_period * $clk_io_pct] -clock clk0 [all_outputs]
==> impl_metrics.xml <==
<?xml version="1.0" encoding="UTF-8"?>
<metrics>
  <group name="place">
    <metric name="port_buffers" unit="">67</metric>
    <metric name="place_hpwl" unit="microns">3450</metric>
    <metric name="gpl.final_weighted_congestion" unit="">0.841</metric>
    <metric name="setup_slack_placement" unit="ps">172</metric>
  </group>
  <group name="final_timing">
    <metric name="slew_viol_final" unit="">0</metric>
    <metric name="max_clock_freq" unit="GHz">0.395</metric>
    <metric name="max_slew.worst_pin.slew" unit="ps">455</metric>
    <metric name="number_of_hold_slack_violations_in_the_final_timing_report" unit="">0</metric>
    <metric name="final.period_utilization" unit="%">84.3</metric>
    <metric name="report.final.setup_viol" unit="">0</metric>
    <metric name="setup-tns-final" unit="ps">0</metric>
    <metric name="clock-skew-final" unit="ps">1.15</metric>
    <metric name="rsz_0062_raised_after_global_routing" unit="">false</metric>
    <metric name="timing.final.ws_setup" unit="ps">470</metric>
    <metric name="timing.slew.headroom" unit="%">69.5</metric>
    <metric name="finalCriticalPeriod" unit="ps">2530</metric>
  </group>
  <group name="clocking">
    <metric name="clock_tree.root_cell" unit="">sky130_fd_sc_hd__clkbuf_8</metric>
    <metric name="path_clk_slew" unit="ps">70</metric>
    <metric name="cts.sink_count" unit="">37</metric>
    <metric name="numCtsBuffers" unit="">5</metric>
    <metric name="htree_num_levels" unit="">2</metric>
    <metric name="worstSkewPairLatency" unit="ps">280</metric>
    <metric name="post_cts_resized" unit="">0</metric>
    <metric name="ctsLongestPathBuffers" unit="">2</metric>
    <metric name="cts_post_setup_buffers_inserted" unit="">0</metric>
    <metric name="post_cts_hold_buffer_count" unit="">0</metric>
    <metric name="cts_tree" unit="">built</metric>
  </group>
  <group name="pwr">
    <metric name="vdd_ir_drop_max" unit="V">0.000234</metric>
    <metric name="power_per_cell_area" unit="nW/um^2">418</metric>
    <metric name="static-leakage-power" unit="nW">1.04</metric>
  </group>
  <group name="synthesis">
    <metric name="postSynthCellCount" unit="">173</metric>
    <metric name="postSynth.asyncResetShare" unit="%">0</metric>
    <metric name="synth_flop_count" unit="">37</metric>
    <metric name="synth-edff-count" unit="">33</metric>
    <metric name="postSynth.topFlopCell" unit="">sky130_fd_sc_hd__edfxtp_1</metric>
    <metric name="area_of_the_mapped_netlist" unit="sq um">1960</metric>
    <metric name="yosys_synthesis_warning_count" unit="">1</metric>
    <metric name="ys_seq_share" unit="%">54.6</metric>
    <metric name="topCellsByArea" unit="">sky130_fd_sc_hd__edfxtp_1 51%, sky130_fd_sc_hd__dfxtp_1 4.1%, sky130_fd_sc_hd__nor3_1 2.3%</metric>
    <metric name="yosys.area.top_type_share" unit="%">50.5</metric>
    <metric name="yosysCellCount" unit="">173</metric>
    <metric name="mean_instance_size_in_the_synthesized_netlist" unit="sq um">11.3</metric>
    <metric name="ys_types" unit="">49</metric>
    <metric name="yosys-stat-area" unit="sq um">1960</metric>
    <metric name="synth_top_cell_by_area" unit="">sky130_fd_sc_hd__edfxtp_1</metric>
  </group>
  <group name="routing">
    <metric name="route.vias.total" unit="">1649</metric>
    <metric name="average_routed_wire_per_standard_cell" unit="microns">14.0</metric>
    <metric name="drt_wl_total" unit="microns">4640</metric>
    <metric name="drt_first_iter_violations" unit="">54</metric>
    <metric name="antenna-diode-count" unit="">0</metric>
    <metric name="drtPass1Iterations" unit="">4</metric>
    <metric name="drt.antenna.violating_nets" unit="">0</metric>
    <metric name="route.detailed.drc" unit="">0</metric>
    <metric name="vias_per_cell" unit="">4.98</metric>
  </group>
  <group name="floorplanning">
    <metric name="chip_width" unit="microns">82.9</metric>
    <metric name="fp-row-count" unit="">29</metric>
    <metric name="die_height" unit="microns">82.9</metric>
    <metric name="floorplan.initialDensity" unit="%">31.1</metric>
    <metric name="dieArea" unit="sq um">6870</metric>
    <metric name="total_core_area" unit="sq um">6310</metric>
    <metric name="ios" unit="">71</metric>
  </group>
  <group name="final_layout">
    <metric name="drive_gt1_share" unit="%">14.2</metric>
    <metric name="layout-area-overhead-vs-synth" unit="%">47.3</metric>
  </group>
  <group name="grt">
    <metric name="grt_first_pass_wirelength" unit="microns">7420</metric>
    <metric name="grt_remaining_overflow" unit="">0</metric>
    <metric name="grt_max_degree" unit="">21</metric>
    <metric name="grt_pass1_vias" unit="">1528</metric>
    <metric name="initial_antenna_violation_count" unit="">0</metric>
    <metric name="globalRouteTotalUtil" unit="%">13.7</metric>
  </group>
  <group name="setup_path">
    <metric name="timing.critical_path.to_type" unit="">flip-flop</metric>
    <metric name="timing.critical_path.arrival" unit="ps">2560</metric>
    <metric name="critPathKind" unit="">input pin to flip-flop</metric>
    <metric name="crit_fanout" unit="">5</metric>
    <metric name="worstSetupStartpointType" unit="">input pin</metric>
    <metric name="critPathRequiredTime" unit="ps">3030</metric>
  </group>
  <group name="outcome">
    <metric name="outcome" unit="">complete, no violations</metric>
  </group>
  <group name="job">
    <metric name="warning_count" unit="">29</metric>
    <metric name="cap_viol_max_count" unit="">0</metric>
  </group>
  <group name="worst_hold_path">
    <metric name="worst_hold_path_type" unit="">flip-flop to flip-flop</metric>
  </group>
</metrics>
-- metrics by stage --
| step | total power, mW | util (%) | hold slack (ps) | instance area, sq um | cells |
|---|---|---|---|---|---|
| floorplan | 0.725 | - | 344 | 1960 | 173 |
| detailed placement | 0.898 | 44.5 | 359 | 2810 | 323 |
| CTS | 1.22 | 45.8 | 374 | 2890 | 331 |
| finish | 1.21 | 45.8 | 371 | 2890 | 331 |
| global placement | 0.896 | 44.5 | 355 | 2810 | 323 |
| global route | 1.27 | 45.8 | 384 | 2890 | 331 |
-- final timing paths --
kind | slack, ps | startpoint | end | cells after the start
hold reg to reg | 370 | set_strobe$_DFF_P_ | set_done$_DFF_P_ | 0
setup reg to reg | 2330 | set_done$_DFF_P_ | set_strobe$_DFF_P_ | 2
hold / removal | 370 | set_strobe$_DFF_P_ | set_done$_DFF_P_ | 0
setup / recovery | 470 | ioctl_addr[14] | prog_addr[9]$_DFFE_PP_ | 5
-- cell usage after synthesis (4+ instances only) --
master and instances:
sky130_fd_sc_hd__a22o_1 4, sky130_fd_sc_hd__o21a_1 4, sky130_fd_sc_hd__nor3_1 9, sky130_fd_sc_hd__clkbuf_1 9
sky130_fd_sc_hd__inv_1 8, sky130_fd_sc_hd__a31oi_1 4, sky130_fd_sc_hd__edfxtp_1 33, sky130_fd_sc_hd__nand2_1 9
sky130_fd_sc_hd__a21oi_1 8, sky130_fd_sc_hd__or3_1 5, sky130_fd_sc_hd__nand3_1 4, sky130_fd_sc_hd__dfxtp_1 4
sky130_fd_sc_hd__mux2_2 4, sky130_fd_sc_hd__o21ai_0 7, sky130_fd_sc_hd__o211ai_1 4, sky130_fd_sc_hd__nor2_1 10
-- power by group --
part | leakage [nW] | internal [mW] | switching (mW) | total, mW
registers | 0.358 | 0.615 | 0.0116 | 0.627
logic | 0.639 | 0.163 | 0.0957 | 0.258
clock network | 0.0450 | 0.161 | 0.162 | 0.323
total | 1.04 | 0.939 | 0.269 | 1.21
-- worst max-delay path, stage by stage --
cell and delay (ps):
sky130_fd_sc_hd__clkdlybuf4s50_1 490, sky130_fd_sc_hd__or4b_4 560, sky130_fd_sc_hd__or4_4 460, sky130_fd_sc_hd__nand2_4 120, sky130_fd_sc_hd__mux2_1 320
-- logic make-up after synthesis --
| logic type | count (synthesis) | synth area share (%) |
|---|---|---|
| compound gates | 52 | 18.9 |
| xor+xnor | 3 | 1.34 |
| flops | 37 | 54.6 |
| fa+ha+maj | 3 | 1.91 |
| simple gates | 52 | 15.1 |
| mux | 7 | 4.02 |
| buf+inv | 19 | 4.08 |
-- cells in the final DEF, fill, tap and decap left out, types with 2 or more instances in the layout --
cell type and n:
sky130_fd_sc_hd__clkbuf_8 5, sky130_fd_sc_hd__dfxtp_1 4, sky130_fd_sc_hd__edfxtp_1 33, sky130_fd_sc_hd__nor2_1 10, sky130_fd_sc_hd__o31ai_1 3, sky130_fd_sc_hd__inv_1 8, sky130_fd_sc_hd__buf_4 17, sky130_fd_sc_hd__mux2_2 4
sky130_fd_sc_hd__a221o_1 2, sky130_fd_sc_hd__or2_2 2, sky130_fd_sc_hd__nand2_1 9, sky130_fd_sc_hd__o21ai_0 7, sky130_fd_sc_hd__nand3_1 4, sky130_fd_sc_hd__a211oi_1 2, sky130_fd_sc_hd__o221ai_1 2, sky130_fd_sc_hd__mux2_1 3
sky130_fd_sc_hd__nor3_1 9, sky130_fd_sc_hd__clkdlybuf4s50_1 67, sky130_fd_sc_hd__xnor2_1 2, sky130_fd_sc_hd__or3_1 5, sky130_fd_sc_hd__o31a_1 2, sky130_fd_sc_hd__a21oi_1 8, sky130_fd_sc_hd__ha_1 3, sky130_fd_sc_hd__o21a_1 4
sky130_fd_sc_hd__a311oi_1 2, sky130_fd_sc_hd__nor2b_1 2, sky130_fd_sc_hd__a22o_1 4, sky130_fd_sc_hd__clkinv_2 2, sky130_fd_sc_hd__a31oi_1 4, sky130_fd_sc_hd__o211ai_1 4
-- cell type report --
class	instances	area [sq um]
clock buffer	6	72.6
clock inverter	2	10.0
fill	584	3420
inverter	8	30.0
multi-input combinational	117	811
sequential	37	1070
tap	77	96.3
timing repair buffer	84	798
-- registers in the layout, indices dropped and copies added, names as in the netlist --
signal,count
prog_addr,22
prog_data,8
prog_mask,2
prog_we,1
prom_we,1
prom_we0,1
set_done,1
set_strobe,1
-- layer usage --
metal  track usage [%]  vias to the layer above  routed length (microns)
li1                  -                      828                        -
met4              1.88                        0                       30
met3              2.12                        4                      258
met1              21.9                      757                     2170
met2              21.2                       60                     2180
met5                 0                        -                        0
No activity file was given, so power comes from the tool's default toggle rates.
