$ cat design/flow/design.v
module jtdd_timing(
    input              clk,
    input              rst,
    (*direct_enable*) input pxl_cen,
    input              flip,
    output reg [7:0]   VPOS=8'd0,  
    output     [7:0]   HPOS,  
    output reg         VBL=1'b0,
    output reg         HBL=1'b0,
    output reg         VS=1'b0,
    output reg         HS=1'b0,
    output     [5:0]   M        
);
localparam VBDLY=5;
reg [8:0] hn=9'd0;
reg [7:0] vn=8'he0;
reg [7:0]  m;
wire hover = hn==9'd383;
wire [8:0] nextn = hover ? 9'd0 : hn+9'd1;
reg aux=1'b0;
reg [VBDLY-1:0] preVBL;
always @(posedge clk) begin
    VPOS <= vn ^ {8{flip}};
end
assign M = m[5:0];
assign HPOS = hn[7:0] ^ {8{flip}};
wire [8:0] HS1 = 9'd302;
wire [8:0] HS0 = HS1+9'd27;  
wire [8:0] VS1 = 8'hed;
wire [8:0] VS0 = VS1+8'h3;
always @(posedge clk) if(pxl_cen) begin
    m  <= 8'd0;
    if( nextn[0] ) m[nextn[3:1]] <= 1'b1;
    hn <= nextn;
    if( hn==HS1 ) begin
        HS <= 1'b1;
        if( vn==VS1 && VBL ) VS <= 1'b1;
        if( vn==VS0 && VBL ) VS <= 1'b0;
    end
    if( hn==HS0 ) HS <= 1'b0;
    if( hn == 9'd255 ) begin
        HBL <= 1'b1;
    end else if( hover )begin
        HBL <= 1'b0;
        { VBL, preVBL[VBDLY-1:1] } <= preVBL;
        if( &vn ) begin
            vn <= (VBL&&!aux) ? 8'he8 : 8'h8;
        end else begin
            vn <= vn + 8'd1;
            if( vn == 8'hEF ) begin
                preVBL[0] <= 1'b1;
                aux <= VBL;
            end
        end
        if( vn == 8'hff && aux ) preVBL[0] <= 1'b0;
    end
end
endmodule
$ cat design/flow/run.sh
#!/bin/bash
# OpenROAD 26Q1-2900-gdf79404cd8, Yosys 0.63+post, stock flow scripts
make -C /OpenROAD-flow-scripts/flow DESIGN_CONFIG=/design/flow/config.mk WORK_HOME=/design/flow/orfs finish
$ cat design/flow/config.mk
export PLATFORM = sky130hd
export DESIGN_NAME = jtdd_timing
export DESIGN_NICKNAME = jtdd_timing
export VERILOG_FILES = /design/flow/design.v
export SDC_FILE = /design/flow/constraint.sdc
export NUM_CORES = 4
export LEC_CHECK = 1
export CORE_AREA = 10 10 112 112
export DIE_AREA = 0 0 122 122
$ cat design/flow/constraint.sdc
current_design jtdd_timing

set clk_period 2.3
set clk_io_pct 0.2

create_clock -name clk0 -period $clk_period [get_ports {clk}]

set non_clock_inputs [all_inputs -no_clocks]
set_input_delay [expr $clk_period * $clk_io_pct] -clock clk0 $non_clock_inputs
set_output_delay [expr $clk_period * $clk_io_pct] -clock clk0 [all_outputs]
==> results.txt <==
run results: DR WL/cell=12.1 um, Hold Crit Start=preVBL[1]$_DFFE_PP_, Cell area leaders=sky130_fd_sc_hd__edfxtp_1 46%, sky130_fd_sc_hd__xor2_1 9.4%, sky130_fd_sc_hd__dfxtp_1 7.5%, critical path peak fanout=7, status=finished, final reports clean, GR Util met2=8.18%, die extent in y=122 um, clock tree from TritonCTS=yes, Power Density=608 mW/mm2, total length of routed wires=4330 um, sequential element share of the synthesized area=53.8%, Core ar.=0.0102 mm2, slew at the pin closest to its max-slew limit=414 ps, Inserted Clock Buffers=5, minimum clock period=2150 ps, final core occ=27.4%, pin count of the biggest net entering global routing=18, number of distinct library cell variants in the gate-level netlist after synthesis=45, endpoint type of the worst setup path=register, number of logged tool warnings=33, minimum setup slack after placement=6.56 ps, CTS Root Cell=sky130_fd_sc_hd__clkbuf_8, Max transition margin=72.0%, least setup slack across all paths after layout=148 ps, final tally of setup violations=0, global-route wire length before repair=6890 um, HPWL after detailed placement=3180 um, area of the chip=0.0149 mm2, fraction of the cycle the final worst path needs=93.6%, worst hold stages=0, M3 GR Usage=1.88%, GRT Util Overall=5.71%, Register-to-Register Setup Slack=150 ps, Initial Util=20.9%, class of the tightest hold or removal check=reg -> reg, worst r2r path cells=7, Highest Clock Rate=0.465 GHz, worst reg2reg endpoint=preVBL[0]$_SDFFCE_PP0P_, required time of the critical path=2310 ps, list of most frequent post-synthesis cells=33 x sky130_fd_sc_hd__edfxtp_1, 23 x sky130_fd_sc_hd__xor2_1, 12 x sky130_fd_sc_hd__nor2_1, number of buffers added on ports=28, number of enable flip-flop cells=33, fillers=1046, top area contributor share=46.3%, H-tree depth reported by CTS=2, DRC violations left=0, number of warnings printed during yosys synthesis=1, Routed Antenna Nets=0, area of the mapped netlist=0.00214 mm2, final worst clock skew=6.79 ps, last weighted congestion value of the routability-driven placer=0.895, worst-skew pair later-pin latency=290 ps, 1st-iter DRT viols=77, met1 Usage GRT=8.51%, yosys cell count=180, signed area change from the synthesized netlist to the final layout=31.0%, kind of critical path=reg -> reg, arrival time at the worst endpoint=2160 ps, Synth area leader=sky130_fd_sc_hd__edfxtp_1, Max Buffers Root-to-Sink=2, final slew viol count=0, fraction of final layout cells with drive strength greater than 1=17.2%, Min-Delay Endpoint=preVBL[2]$_DFFE_PP_, highest ir drop seen on vdd=0.392 mV, synthesized chip area reported by yosys=0.00214 mm2, Row Count=37, overall via count from detail_route=1429, unrepaired setup endpoints after global routing=no, most used flip-flop cell after synthesis=sky130_fd_sc_hd__edfxtp_1, tally of max-capacitance violations=0, cell with the most instances after synthesis=sky130_fd_sc_hd__edfxtp_1, launch instance of the worst register-to-register path=hn[1]$_DFFE_PP_, grt ovf=0, Antenna Cells=0, DRT Pass-1 Iters=4, die outline width=122 um, instance count of the mapped netlist=180, register bit total from synthesis=41, Final Hold Vio Count=0, average cell area after synthesis=11.9 um2, Most Used Layer, Global Route=met1, number of sinks driven by the clock tree=41, number of top-level design ports=30, vias per cell=4.00, Startpoint Class=register, fraction of synthesis flops using an asynchronous set or reset pin=0%, vias in the first global route=1360, Final Total Pwr=0.00170 W, cell leakage power=1.03 nW, clock transition at the registers of the reported paths=80 ps, antenna violations before repair=0
per-layer routing:
layer | vias up | part of all wire (%)
li1 | 725 | -
met3 | 4 | 8.0
met1 | 664 | 49
met5 | - | 0
met2 | 36 | 42
met4 | 0 | 1.0
final cells by class:
class                   count  area (um2)  area share, %
clock buffers               5        68.8           2.46
clock inverters             3        41.3           1.47
inverters                   8        30.0           1.07
multi-input cells         119         925           33.0
flip-flops and latches     41        1150           41.1
well taps                 136         170           6.08
repair buffers             45         414           14.8
per-stage QoR:
stage | cell area, um2 | TNS, ps | std cells | hold WS (ps)
6_report | 2800 | 0 | 357 | 424
3_3_place_gp | 2660 | 0 | 349 | 408
2_1_floorplan | 2140 | 0 | 180 | 400
4_1_cts | 2770 | -16.3 | 357 | 425
5_1_grt | 2800 | 0 | 357 | 432
3_5_place_dp | 2660 | 0 | 349 | 407
worst max-delay path by stage:
stage	start	end	cells past startpoint	slack [ps]
CTS	flip	HPOS[1]	4	-10
global route	hn[1]$_DFFE_PP_	m[2]$_SDFFCE_PN0P_	7	20
finish	hn[1]$_DFFE_PP_	preVBL[0]$_SDFFCE_PP0P_	7	150
repair_timing:
item	4_1_cts	5_1_grt
setup endpoints to repair	2	9
hold buffers	0	0
resized	0	5
setup buffers	0	0
pin swaps	0	1
registers in the layout (all words and copies together), names as in the netlist:
name	flops
HBL	1
HS	1
VBL	1
VPOS	8
VS	1
aux	1
hn	9
m	6
preVBL	5
vn	8
power breakdown:
part | internal (W) | switching [W] | total [W]
Combinational | 0.000160 | 0.000121 | 0.000281
Sequential | 0.000831 | 0.0000189 | 0.000850
Clock | 0.000320 | 0.000253 | 0.000572
cells by family after synthesis:
group	Yosys count	share of synthesized area [%]
AND/OR/NAND/NOR	65	19.4
adder cells (fa/ha/maj)	10	5.85
buffers and inverters	20	4.04
flip-flops	41	53.8
multiplexers	2	0.995
AND-OR/OR-AND	15	4.80
XOR/XNOR	27	11.1
worst max-delay path, stage by stage, from the launching register on:
cell and delay [ps]:
sky130_fd_sc_hd__edfxtp_1 460, sky130_fd_sc_hd__ha_1 290, sky130_fd_sc_hd__nand2_1 110, sky130_fd_sc_hd__nor2_1 70, sky130_fd_sc_hd__and2_1 160, sky130_fd_sc_hd__ha_1 180, sky130_fd_sc_hd__and4bb_4 370, sky130_fd_sc_hd__and4_1 220
cell usage in the layout, fill, tap and decap left out, drive strengths merged, types with 2 or more instances in the layout:
cell,n
edfxtp,33
clkdlybuf4s50,27
xor2,23
buf,17
nor2,13
nand2,10
ha,10
dfxtp,8
inv,8
nand3,8
clkbuf,5
nand4,5
nor3,5
and3,4
o21ai,4
xnor2,4
nor3b,4
a21oi,3
nor4b,2
and2,2
or3,2
a31oi,2
nor2b,2
Power figures rest on the tool's default switching activity, not on a simulated workload.
